<file path="config.mk">
export PLATFORM = sky130hd
export DESIGN_NAME = sensor32
export DESIGN_NICKNAME = sensor32
export VERILOG_FILES = /design/flow/design.v
export SDC_FILE = /design/flow/constraint.sdc
export NUM_CORES = 4
export LEC_CHECK = 1
export CORE_UTILIZATION = 40
</file>
<file path="constraint.sdc">
current_design sensor32

set clk_period 1.0
set clk_io_pct 0.2

create_clock -name clk0 -period $clk_period [get_ports {clk}]

set non_clock_inputs [all_inputs -no_clocks]
set_input_delay [expr $clk_period * $clk_io_pct] -clock clk0 $non_clock_inputs
set_output_delay [expr $clk_period * $clk_io_pct] -clock clk0 [all_outputs]
</file>
<file path="design.v">
module sensor32(
   input wire clk,
   input wire rst,
   output wire [31:0] q,
   output wire [31:0] qs,
   output wire [31:0] alarm
   );
   sensor_cell mysensor0(clk, rst, q[0], qs[0], alarm[0]);
   sensor_cell mysensor1(clk, rst, q[1], qs[1], alarm[1]);
   sensor_cell mysensor2(clk, rst, q[2], qs[2], alarm[2]);
   sensor_cell mysensor3(clk, rst, q[3], qs[3], alarm[3]);
   sensor_cell mysensor4(clk, rst, q[4], qs[4], alarm[4]);
   sensor_cell mysensor5(clk, rst, q[5], qs[5], alarm[5]);
   sensor_cell mysensor6(clk, rst, q[6], qs[6], alarm[6]);
   sensor_cell mysensor7(clk, rst, q[7], qs[7], alarm[7]);
   sensor_cell mysensor8(clk, rst, q[8], qs[8], alarm[8]);
   sensor_cell mysensor9(clk, rst, q[9], qs[9], alarm[9]);
   sensor_cell mysensor10(clk, rst, q[10], qs[10], alarm[10]);
   sensor_cell mysensor11(clk, rst, q[11], qs[11], alarm[11]);
   sensor_cell mysensor12(clk, rst, q[12], qs[12], alarm[12]);
   sensor_cell mysensor13(clk, rst, q[13], qs[13], alarm[13]);
   sensor_cell mysensor14(clk, rst, q[14], qs[14], alarm[14]);
   sensor_cell mysensor15(clk, rst, q[15], qs[15], alarm[15]);
   sensor_cell mysensor16(clk, rst, q[16], qs[16], alarm[16]);
   sensor_cell mysensor17(clk, rst, q[17], qs[17], alarm[17]);
   sensor_cell mysensor18(clk, rst, q[18], qs[18], alarm[18]);
   sensor_cell mysensor19(clk, rst, q[19], qs[19], alarm[19]);
   sensor_cell mysensor20(clk, rst, q[20], qs[20], alarm[20]);
   sensor_cell mysensor21(clk, rst, q[21], qs[21], alarm[21]);
   sensor_cell mysensor22(clk, rst, q[22], qs[22], alarm[22]);
   sensor_cell mysensor23(clk, rst, q[23], qs[23], alarm[23]);
   sensor_cell mysensor24(clk, rst, q[24], qs[24], alarm[24]);
   sensor_cell mysensor25(clk, rst, q[25], qs[25], alarm[25]);
   sensor_cell mysensor26(clk, rst, q[26], qs[26], alarm[26]);
   sensor_cell mysensor27(clk, rst, q[27], qs[27], alarm[27]);
   sensor_cell mysensor28(clk, rst, q[28], qs[28], alarm[28]);
   sensor_cell mysensor29(clk, rst, q[29], qs[29], alarm[29]);
   sensor_cell mysensor30(clk, rst, q[30], qs[30], alarm[30]);
   sensor_cell mysensor31(clk, rst, q[31], qs[31], alarm[31]);
endmodule 
module cdff(
  input wire d,
  input wire clk,
  input wire rst,
  output reg q
  );
  always @(posedge clk) begin
	  if (~rst)
		  q <= 0;
	  else
		  q <= d;
  end
endmodule
module csff(
  input wire d,
  input wire clk,
  input wire rst,
  output reg q
  );
  always @(posedge clk) begin
	  if (~rst)
		  q <= 1;
	  else
		  q <= d;
  end
endmodule
module toggle_ff(
  input wire clk,
  input wire rst,
  output wire q
  );
  wire d  ;
  cdff dff1(d, clk, rst, q);
  not u0(d, q);
endmodule
module sensor_cell(
  input wire clk, 
  input wire rst,
  output wire q, 
  output wire qs, 
  output wire alarm);
  wire q_toggle   ;
  wire qb   ;
  not u1(qb, q_toggle);
  toggle_ff tff(clk, rst, q_toggle);
  cdff mff(q_toggle, clk, rst, q);
  csff sff(qb, clk, rst, qs);
  xnor u2(alarm, q, qs);
endmodule
</file>
<file path="run.sh">
#!/bin/bash
# OpenROAD 26Q1-2900-gdf79404cd8, Yosys 0.63+post, stock flow scripts
make -C /OpenROAD-flow-scripts/flow DESIGN_CONFIG=/design/flow/config.mk WORK_HOME=/design/flow/orfs finish
</file>
==> reports/metrics.cfg <==
[clock_tree]
cts_buffer_depth = 2
clkLatencyLatePin_ps = 340
cts_max_level = 3
clk_pin_slew_ps = 90
cts_root_buffer = clkbuf_8
clock-sinks = 96
cts-buffers-inserted = 9
cts_tree = built

[yosys]
ys_warn_count = 2
largest_area_cell = dfxtp_1
ys_cells = 330
synth_area_per_cell_um2 = 10.6
netlist_area_um2 = 3510
ys_ff = 96
ys_types = 8
area_leaders = dfxtp_1 (55%), buf_4 (21%), xnor2_1 (8.0%)
yosysSeqAreaShare = 0.547
ys_area_um2 = 3510
syn-instance-count = 330
synth_top_area_share = 0.547

[floorplanning]
fp_util = 0.421
io_pins = 98
core_um2 = 8340
die_height_um = 95.7
chipArea_um2 = 9160
die_w_um = 95.7
rows = 33

[placed_design]
hpwl_um = 2630
routabilityCongestion = 0.652
portBuffers = 97

[global_routing]
grt_max_degree = 53
antenna_found_initial = 0
grt_pass1_vias = 1452
grt_pass1_wl_um = 6220
grt_use_total = 0.0881
overflow = 0

[routing]
initialDrtViolationCount = 22
insertedDiodeCount = 0
num_vias = 1759
post_drt_wl_per_cell_um = 8.94
avgViaCountPerCell = 3.89
wirelength_um = 4040
drtPass1Iterations = 2
ant_nets = 0
remaining_drc_errors = 0

[setup_path]
worstSetupEndpointType = primary output
crit_path_cell_trace = buf_6 > xnor2_2 > buf_2
max_stage_delay_ps = 330
crit_fanout = 2
r2r_slack_ps = 420
cp-start-kind = flip-flop
critPathKind = flip-flop to primary output
critPathRequiredTime_ps = 800
critPathArrivalTime_ps = 1010
crit_slowest_cell = dfxtp_2

[final_timing]
tightest_slew_ps = 168
rsz0062_at_grt = yes
finalClockSkew_ps = 8.08
slew_violations = 0
timing.setup.tns_ps = -4210
fmax_mhz = 829
period_minus_slack_ps = 1210
max_slew_margin = 0.888
setup_slack_ps = -206
hold_viol = 0
post-route-period-util = 1.21
setup-violations-final = 37

[pwr]
fin_total_pwr_mw = 7.18
seqPwrFrac = 0.589
switchingPower_mw = 1.55
p_leak_nw = 1.70
clockPowerShare = 0.336
switching_share = 0.215
powerDensity_nw_per_um2 = 1890
internal-power_mw = 5.63
comb_power_share = 0.075
peakVddDrop_uv = 845

[run]
warnings = 27
cap_viol_max_count = 0

[cells_and_area]
syn2layout_area_growth_pct = 8.30
final_layout_size_suffix_gt1_frac = 0.556

[worst_hold_path]
min_path_type = input pin to flip-flop

[status]
status = finished with violations
violations = negative setup slack

cells by family (layout without fill, tap and decap cells):
kind of cell | after synthesis | in the layout | share of synthesized area
XOR/XNOR | 32 | 32 | 0.0798
buffers and inverters | 106 | 123 | 0.225
flip-flops | 96 | 96 | 0.547
AND/OR/NAND/NOR | 96 | 96 | 0.148
Yosys cell counts, drive strengths merged:
| master | n |
|---|---|
| buf | 101 |
| xnor2 | 32 |
| nand2 | 32 |
| and2 | 32 |
| clkbuf | 5 |
| nor2b | 32 |
| dfxtp | 96 |
timing repair:
item                                    in CTS  in global routing
endpoints found under the setup margin      96                 96
resized                                    360                  9
gates cloned                                 0                  0
buffers inserted                             6                  3
pin swaps                                   30                 19
hold buffers                                 0                  0
worst max-delay path, delay by kind of cell, from the launching register on:
kind	cells	cell delay, ps
flip-flops	1	330
buffers and inverters	2	220
XOR/XNOR	1	110
power groups by stage:
stage	logic, mW	clock network, mW	registers (mW)
4_1_cts	0.530	2.54	4.22
5_1_grt	0.613	2.68	4.26
6_report	0.537	2.41	4.23
layout make-up:
| class | count | area, um2 |
|---|---|---|
| Clock inverter | 7 | 71.3 |
| Tap cell | 105 | 131 |
| Timing Repair Buffer | 107 | 631 |
| Clock buffer | 9 | 124 |
| Sequential cell | 96 | 2000 |
| Multi-Input combinational cell | 128 | 846 |
| Fill cell | 798 | 4540 |
placed cells by master (no fill, tap or decap), drive strengths merged:
cell type    n
xnor2       32
inv          1
bufinv       1
nand2       32
dfxtp       96
and2        32
buf        107
clkinv       5
clkbuf       9
nor2b       32
worst paths after layout:
kind | to | cells past startpoint | start
worst max-delay path | alarm[0] | 3 | mysensor0.mff.q
worst min-delay path | mysensor21.sff.q | 3 | rst
worst max register to register | mysensor19.mff.q | 1 | mysensor19.tff.dff1.q
worst min register to register | mysensor1.sff.q | 1 | mysensor1.tff.dff1.q
stage by stage:
| stage | cell area, um2 | hold slack (ps) | util | setup slack (ps) | cells |
|---|---|---|---|---|---|
| floorplan | 3510 | 367 | - | 262 | 330 |
| global placement | 3860 | 376 | 0.463 | -143 | 428 |
| detailed placement | 3860 | 377 | 0.463 | -149 | 428 |
| CTS | 3740 | 227 | 0.449 | -258 | 450 |
| global route | 3800 | 233 | 0.456 | -273 | 452 |
| finish | 3800 | 254 | 0.456 | -206 | 452 |
routing by layer:
metal | GRT usage | part of all wire | up-vias
li1 | - | - | 920
met1 | 0.128 | 0.46 | 767
met2 | 0.135 | 0.42 | 61
met3 | 0.0225 | 0.088 | 11
met4 | 0.0249 | 0.030 | 0
met5 | 0 | 0 | -
Power figures rest on the tool's default switching activity, not on a simulated workload.
